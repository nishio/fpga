**./design.v**
```verilog
module VGA(clk, rgb_out, hsync, vsync, write_addr, wdata, write_en, reset_vram);
	input clk;
	output [2:0]rgb_out;
	output hsync, vsync;
	input [14:0] write_addr;
	input wdata, write_en, reset_vram;
	reg vga_clk, i_hs, i_vs, i_hdisp, i_vdisp;
	reg rgb_reg;
	reg [9:0]hcount, vcount;
	wire [9:0]x, y;
	wire [9:0]dx, dy;
	wire q_sig;
	wire [2:0]color;
	wire [14:0] read_addr;
	RAM160x120	vram (
		.clock ( clk ),
		.data ( wdata ),
		.rdaddress ( read_addr ),
		.wraddress ( write_addr ),
		.wren ( write_en ),
		.q ( q_sig )
	);
	always @(posedge clk) begin
		vga_clk = ~vga_clk;
	end
	always @(posedge vga_clk) begin
		if(hcount == 800 - 1)
			hcount = 0;
		else
			hcount = hcount + 10'd1;
	end
	always @(posedge vga_clk) begin
		if(hcount == 0)
			i_hs = 0;
		else if(hcount == 96)
			i_hs = 1;
	end
	always @(posedge vga_clk) begin
		integer start_display = 96 + 40 + 8;
		if(hcount == start_display)
			i_hdisp = 1;
		else if(hcount == start_display + 640)
			i_hdisp = 0;
	end
	always @(posedge i_hs) begin
		if(vcount == 520)
			vcount = 0;
		else
			vcount = vcount + 1'd1;
	end
	always @(posedge i_hs) begin
		if(vcount == 0)
			i_vs = 0;
		else if(vcount == 2)  
			i_vs = 1;
	end
	always @(posedge i_hs) begin
		if(vcount == 31)  
			i_vdisp = 1;
		else if(vcount == 511)  
			i_vdisp = 0;
	end
	assign x = hcount - 10'd144;
	assign y = vcount - 10'd35;
	assign read_addr = (x / 15'd4) + (y / 15'd4) * 15'd160;
	assign hsync = i_hs;
	assign vsync = i_vs;
	assign color = q_sig & ~(x[1:0] == 0 | y[1:0] == 0) ? 3'b001 : 3'b111;
	assign rgb_out = (i_hdisp & i_vdisp) ? color : 3'b000;
endmodule
module LFSR(clk, bits);
	input clk;
	output [166:0] bits;
	reg [166:0] lfsr = 166'h0123456789ABCDEF_CAFEBABE_DEADBEEF;
	always @(posedge clk) begin
		lfsr[0] <= ^{lfsr[160], lfsr[166]};
		lfsr[166:1] <= lfsr[165:0];
	end
	assign bits = lfsr;
endmodule
module DE0etude(switch, dip, clk, gpio, led, hsync, vsync, rgb);
	input [2:0] switch;
	input [9:0] dip;
	input clk;
	input [4:0] gpio;
	output [9:0] led;
	output hsync, vsync;
	output [2:0] rgb;
	wire [166:0] lfsr;
	LFSR LFSR_instance(clk, lfsr);
	wire [2:0]rgb_in = gpio[2:0];
	wire hsync_in = gpio[3];
	wire vsync_in = gpio[4];
	reg [19:0] in_addr;
	reg [9:0] in_h, in_v, in_x, in_y;	
	reg vga_clk;
	always @(posedge vga_clk) begin
		if(~vsync_in) begin
			in_h <= 0;
			in_v <= 0;
		end else begin
			if(in_h == 800 - 1) begin
				in_h <= 0;
				if(in_v == 525 - 1) begin
					in_v <= 0;
				end else begin
					in_v <= in_v + 10'b1;
				end
			end else begin
				in_h <= in_h + 10'b1;
			end
		end
	end
	always @(posedge vga_clk) begin
		if(33 < in_v && in_v < 480 + 33 && 152 < in_h && in_h < 152 + 640 )begin
			if((in_h - 152) & 3 == 0 && (in_v - 33) & 3 == 0) begin
				write_en = 1;
				write_addr = ((in_h - 152) / 4) + (in_v - 33) / 4 * 160;
				wdata = rgb_in[0];
			end else begin
				write_en = 0;
			end
		end
	end
	function make_output;
		input wdata;
		input [19:0] write_addr;
		input [9:0] dip;
		input [2:0] switch;
		begin
			make_output = (
				wdata
				& ~dip[0]  
				| dip[1]   
			);
		end
	endfunction
	wire cell_q;
	reg [14:0] write_addr;
	reg wdata = 0, write_en;
	VGA vga_module(
		clk, rgb, hsync, vsync,
		write_addr, make_output(wdata, write_addr, dip, switch),
		write_en, 0
	);
	reg [31:0] divide;
	reg shift_clk, rule_clk, addr_clk;
	reg blink;
	assign led[0] = blink;
	always @(posedge clk) begin
		vga_clk = ~vga_clk;
		divide = divide + 1'd1;
		if(divide >= 32'd50_000_000) begin
			blink <= ~blink;
			divide = 0;
		end
	end
endmodule
```
**./run.sh**
```bash
#!/bin/bash
# OpenROAD 26Q1-2900-gdf79404cd8, Yosys 0.63+post, stock flow scripts
make -C /OpenROAD-flow-scripts/flow DESIGN_CONFIG=/design/flow/config.mk WORK_HOME=/design/flow/orfs finish
```
**./config.mk**
```make
export PLATFORM = sky130hd
export DESIGN_NAME = LFSR
export DESIGN_NICKNAME = LFSR
export VERILOG_FILES = /design/flow/design.v
export SDC_FILE = /design/flow/constraint.sdc
export NUM_CORES = 4
export LEC_CHECK = 1
export CORE_UTILIZATION = 30
export SYNTH_HDL_FRONTEND = slang
```
**./constraint.sdc**
```tcl
current_design LFSR

set clk_period 1.0
set clk_io_pct 0.2

create_clock -name clk0 -period $clk_period [get_ports {clk}]

set non_clock_inputs [all_inputs -no_clocks]
set_input_delay [expr $clk_period * $clk_io_pct] -clock clk0 $non_clock_inputs
set_output_delay [expr $clk_period * $clk_io_pct] -clock clk0 [all_outputs]
```
==> qor.json <==
{
  "run_status": {
    "run_status": "finished with violations",
    "failing_checks": "setup timing"
  },
  "place": {
    "portBuffers": 167,
    "placed_cell_area_mm2": 0.00527,
    "place_hpwl_um": 4350,
    "gpl.final_weighted_congestion": 0.739,
    "pre_cts_slack_ns": -0.0830
  },
  "final_timing": {
    "timing.slew.headroom_pct": 81.8,
    "tns_ns": -19.18,
    "final.setup.worst_slack_ns": -0.146,
    "setup_repair_after_global_routing_missed_its_margin": "true",
    "hold_viol_final": 0,
    "final-setup-viol-count": 167,
    "worst_margin_slew_ns": 0.273,
    "minimum_clock_period_ns": 1.15,
    "timing.final.crit_share_pct": 115,
    "max_freq_ghz": 0.872,
    "finClkSkew_ns": 0.00538,
    "final_max_slew_viol_count": 0
  },
  "logic_synthesis": {
    "synth_warnings": 0,
    "numSynthFlops": 167,
    "syn_area_mm2": 0.00335,
    "netlist_instances": 168,
    "synthesis.area_per_instance_um2": 20.0,
    "yosys-stat-cells": 168,
    "netlist-cell-type-count": 2,
    "synth.yosys.chip_area_mm2": 0.00335,
    "synth_seq_share_pct": 99.7
  },
  "min_path": {
    "timing.hold.worst_endpoint": "bits[20]",
    "worstHoldPathType": "register to register",
    "worst_hold_path.num_cells": 0,
    "launch_instance_of_the_worst_min_delay_path": "bits[19]"
  },
  "drt": {
    "drc_violations_left": 0,
    "via_to_cell_ratio": 3.73,
    "wirelength_um": 6790,
    "drt.antenna.violating_nets": 0,
    "insertedDiodeCount": 0,
    "wl_per_cell_um": 12.7,
    "vias": 1986,
    "drt_first_pass_iters": 3,
    "drt_iter0_markers": 64
  },
  "flow_run": {
    "openroad.warnings": 27,
    "maxCapViolCount": 0
  },
  "clock_tree": {
    "clk_root_buffer_cell": "clkbuf_8",
    "numClockSinks": 167,
    "clk-insertion-delay-late_ns": 0.50,
    "cts_htree_levels": 4,
    "cts-hold-fix-buffers": 0,
    "cts_tree": "done",
    "cts_buffers": 17,
    "clockBufferDepth": 2,
    "clk_pin_slew_ns": 0.06
  },
  "setup_path": {
    "regToRegStartpoint": "bits[160]",
    "critical_path.max_fanout": 2,
    "worst_r2r_path_depth": 3,
    "timing.critical_path.arrival_ns": 0.95,
    "critPathSlowestCell": "dfxtp_4",
    "critical_path_max_stage_delay_ns": 0.35,
    "critPathKind": "register to output pin",
    "critPathTopFamily": "flip-flops",
    "reg2reg_slack_ns": 0.17,
    "capturing_point_of_the_worst_reg2reg_path": "bits[0]",
    "required_ns": 0.80,
    "path_cells": "buf_6",
    "timing.critical_path.from_type": "register",
    "worst-path-buf-inv": 1,
    "cp-end-kind": "output pin"
  },
  "floorplanning": {
    "fp_util_pct": 30.9,
    "floorplan.io_pins": 168,
    "die_ar_mm2": 0.0116,
    "fp-row-count": 38,
    "die_y_um": 108,
    "core_area_mm2": 0.0108,
    "dieWidth_um": 108
  },
  "final_layout": {
    "finish.utilization_pct": 49.3,
    "largest_register_ffs": 167,
    "area_delta_synth_final_pct": 59.6,
    "design_area_mm2": 0.00535,
    "layout.filler_cells": 949,
    "post_route_cells_drive_above_1_share_pct": 99.2
  },
  "power": {
    "total_power_w": 0.0126,
    "total_leakage_power_nw": 2.80,
    "ir_drop_uv": 1940,
    "ratio_of_total_power_to_cell_area_mw_per_mm2": 2360
  },
  "global_routing": {
    "grt_usage_pct": 11.9,
    "number_of_antenna_violations_at_the_first_check_in_global_routing": 0,
    "grt_overflow": 0,
    "largest_net_degree_at_the_start_of_global_routing": 17,
    "grt_pass1_wl_um": 10200,
    "number_of_global_route_vias_before_repair": 1989
  }
}
[cell type report]
cell class / count / area [µm²] / share of cell area, %
Multi-Input combinational cell: 1 / 8.76 / 0.164
Clock buffer: 21 / 449 / 8.40
Timing Repair Buffer: 195 / 1060 / 19.8
Tap cell: 140 / 175 / 3.27
Clock inverter: 9 / 103 / 1.92
Sequential cell: 167 / 3550 / 66.5
[power by group]
part	leakage (nW)	switching, W	internal [W]	total [W]
clock	0.265	0.00236	0.00364	0.00600
sequential	1.43	0	0.00664	0.00664
combinational	1.10	0	0	0.00000000110
total	2.80	0.00236	0.0103	0.0126
[synthesized netlist by cell type, drive strengths merged]
master	n	area share (%)
dfxtp	167	100
xor2	1	0.26
[how the worst max path moves through the flow]
stage,startpoint,slack [ns],to,depth (start not counted)
4_1_cts,bits[29],-0.19,bits[29],1
5_1_grt,bits[29],-0.21,bits[29],1
6_report,bits[29],-0.15,bits[29],1
[logic make-up after synthesis]
kind of cell	count (synthesis)	share of synthesized area (%)
DFF	167	99.7
xor gates and xnor gates	1	0.261
[cell usage in the layout (no fill, tap or decap)]
master	synthesis	final
buf_4	0	28
clkbuf_8	0	3
buf_6	0	2
clkinvlp_4	0	3
clkbuf_16	0	16
dfxtp_2	0	166
xor2_1	1	1
dfxtp_4	0	1
clkbuf_1	0	2
clkinv_2	0	4
bufinv_16	0	2
buf_2	0	165
[metrics by stage]
| step | hold WS (ns) | std cells |
|---|---|---|
| 6_report | 0.338 | 533 |
| 3_5_place_dp | 0.335 | 484 |
| 5_1_grt | 0.343 | 533 |
| 3_3_place_gp | 0.333 | 484 |
| 4_1_cts | 0.341 | 531 |
| 2_1_floorplan | 0.310 | 168 |
[layer usage]
| layer | up-vias | GRT usage [%] | part of all wire [%] |
|---|---|---|---|
| met5 | - | 0 | 0 |
| met4 | 0 | 1.57 | 0.93 |
| met3 | 5 | 6.91 | 13 |
| met2 | 121 | 16.7 | 41 |
| met1 | 901 | 16.8 | 45 |
| li1 | 959 | - | - |
[repair_timing]
item | in CTS | in global routing
endpoints found under the setup margin | 167 | 167
setup buffers | 17 | 2
gates resized | 671 | 1
No activity file was given, so power comes from the tool's default toggle rates.
